## config.mk

```make
export PLATFORM = sky130hd
export DESIGN_NAME = ip_misc_fifo_async_top
export DESIGN_NICKNAME = ip_misc_fifo_async_top
export VERILOG_FILES = /design/flow/design.v
export SDC_FILE = /design/flow/constraint.sdc
export NUM_CORES = 4
export LEC_CHECK = 1
export CORE_UTILIZATION = 30
export SYNTH_HDL_FRONTEND = slang
```

## constraint.sdc

```tcl
current_design ip_misc_fifo_async_top

set clk_period 6.4
set clk_io_pct 0.2

create_clock -name clk0 -period $clk_period [get_ports {rd_clk}]
create_clock -name clk1 -period $clk_period [get_ports {wr_clk}]

set non_clock_inputs [all_inputs -no_clocks]
set_input_delay [expr $clk_period * $clk_io_pct] -clock clk0 $non_clock_inputs
set_output_delay [expr $clk_period * $clk_io_pct] -clock clk0 [all_outputs]
```

## design.v

```verilog
module ip_misc_fifo_async_top #( parameter FIFO_DEPTH = 16, DATA_WIDTH = 32 )( 
                                wr_clk,
                                rd_clk,
                                rstn,
                                wr_en,
                                d_in,
                                fifo_full,
                                rd_en,
                                d_out,
                                fifo_empty
);
    input wire wr_clk;
    input wire rd_clk;
    input wire rstn;
    input wire wr_en;
    input wire [DATA_WIDTH-1:0] d_in;
    output reg fifo_full;
    input wire rd_en;
    output reg [DATA_WIDTH-1:0] d_out;
    output reg fifo_empty;
    integer i;
    reg [$clog2(FIFO_DEPTH):0] wr_addr_count_n, wr_addr_count_r, rd_addr_count_n, rd_addr_count_r;
    reg [DATA_WIDTH-1:0] mem_arr [2**$clog2(FIFO_DEPTH)];
    always@( posedge wr_clk or negedge rstn )
    begin
        mem_arr <= mem_arr;
        if( !rstn )
        begin
            wr_addr_count_r <= 0;
            fifo_full <= 0;
            for( i = 0; i < 2**$clog2(FIFO_DEPTH); i++ )
            begin
                mem_arr[i] <= 0;
            end
        end
        else
        begin
            wr_addr_count_r <= wr_addr_count_n;
            if( wr_en && !fifo_full )
            begin
                mem_arr[wr_addr_count_r[$clog2(FIFO_DEPTH)-1:0]] <= d_in;
            end
            if( rd_en && !fifo_empty )
            begin
                d_out <= mem_arr[rd_addr_count_r[$clog2(FIFO_DEPTH)-1:0]];
            end
            if( ( wr_addr_count_r[$clog2(FIFO_DEPTH)] == ~rd_addr_count_r[$clog2(FIFO_DEPTH)] ) && ( wr_addr_count_r[$clog2(FIFO_DEPTH)-1:0] == rd_addr_count_r[$clog2(FIFO_DEPTH)-1:0] ) )
            begin
                fifo_full <= 1'b1;
            end
            else
            begin
                fifo_full <= 1'b0;
            end
        end
    end
    always@( posedge rd_clk or negedge rstn )
    begin
        if( !rstn )
        begin
            rd_addr_count_r <= 0;
            fifo_empty <= 1'b1;
        end
        else
        begin
            rd_addr_count_r <= rd_addr_count_n;
            if( ( wr_addr_count_r[$clog2(FIFO_DEPTH)] == rd_addr_count_r[$clog2(FIFO_DEPTH)] ) && ( wr_addr_count_r[$clog2(FIFO_DEPTH)-1:0] == rd_addr_count_r[$clog2(FIFO_DEPTH)-1:0] ) )
            begin
                fifo_empty <= 1'b1;
            end
            else
            begin
                fifo_empty <= 1'b0;
            end
        end
    end
    always@( * )
    begin
        rd_addr_count_n = wr_addr_count_r;
        wr_addr_count_n = wr_addr_count_r;
        if( wr_en )
        begin
            wr_addr_count_n = wr_addr_count_r + 1'b1;
        end
        if( rd_en )
        begin
            rd_addr_count_n = wr_addr_count_r + 1'b1;
        end
    end
endmodule
```

## run.sh

```bash
#!/bin/bash
# OpenROAD 26Q1-2900-gdf79404cd8, Yosys 0.63+post, stock flow scripts
make -C /OpenROAD-flow-scripts/flow DESIGN_CONFIG=/design/flow/config.mk WORK_HOME=/design/flow/orfs finish
```

==> deck_impl_summary.md <==
Key Metrics from the Run

Min path
  • Hold crit path type: flip-flop to flip-flop

Logic synthesis
  • Top post-synthesis cells by count: 523 x dfrtp_1, 427 x mux2_2, 128 x mux4_2, 64 x a22oi_1, 60 x mux2_4
  • Cells after synthesis: 1485
  • Avg Cell Area, Syn: 16.6 um^2
  • Synthesis area per yosys: 0.0247 mm^2
  • Flops after synth: 556
  • Area share, top type: 52.9%
  • Asr flop ratio synth: 94.2%
  • Most frequent cell after synthesis: dfrtp_1
  • Synth Seq Share: 56.9%
  • Top cells by area: dfrtp_1 53%, mux2_2 19%, mux4_2 12%
  • Yosys cell count: 1485
  • Yosys warnings: 0
  • Synth cell types: 32
  • Post-synth EDFFs: 32
  • Main synth FF type: dfrtp_1
  • Cell taking the most area after synthesis: dfrtp_1
  • Synth Cell Area: 0.0247 mm^2

Floorplanning
  • Die height: 289 um
  • Floorplan Utilization: 30.5%
  • Die X: 289 um
  • Core area: 0.0811 mm^2
  • I/O pins: 71
  • # rows: 104
  • Die area: 0.0836 mm^2

Outcome
  • Status: finished clean

Setup path
  • Crit path max fanout: 17
  • Critical Path Sink Type: flip-flop
  • CP required: 6.88 ns
  • Critical path class: input pin to flip-flop
  • Setup crit start kind: input pin
  • Critical path arrival: 3.89 ns

Detailed routing
  • ANT cells: 0
  • Via density: 5.00
  • Routed WL: 58400 um
  • Starting DRT DRC Count: 578
  • Pre-antenna DRT Iters: 4
  • Routed length per instance: 22.3 um
  • Via Count: 13100
  • Antenna viol nets, final: 0
  • DRC: 0

Clock network
  • Clock Sinks: 556
  • Cts repair resizes: 0
  • Post CTS Setup Buffer Count: 0
  • Clock edge transition at the registers on the reported setup and hold paths: 0.06 ns
  • TritonCTS clock tree: done
  • Cts hold-fix bufs: 0

Power
  • PwrDens: 522 mW/mm^2
  • Static leakage: 12.0 nW
  • Max VDD drop: 0.236 mV
  • Tot Pwr: 0.0148 W

Layout
  • Area Growth Syn to Fin: 14.7%
  • Share of layout cells above drive strength 1: 48.9%
  • Post-Layout Inst Area: 0.0284 mm^2
  • Fillcell total: 7508

Timing
  • Slew @ Worst Pin: 0.754 ns
  • Worst slew margin: 49.7%
  • RSZ-0062 raised after global routing: no
  • Pins Over Slew Limit: 0
  • Final Hold Vio Count: 0
  • Final TNS setup: 0 ns
  • Endpoints failing setup: 0
  • Clock skew: 0.0212 ns

GRT
  • Grt ovf: 0
  • GRT Total Usage: 15.2%
  • Largest net degree at the start of global routing: 127
  • Vias in the first global route: 14500
  • Initial antenna violation count: 2
  • Global-route wire length before repair: 92000 um

Placed design
  • Hpwl dp: 34600 um
  • Global placer's final weighted congestion: 0.793
  • I/O Buffers: 69
  • Post-DP Area: 0.0265 mm^2

Run
  • Log Warnings: 32
  • Max-cap violation count: 0
worst max-delay path: stages:
cell             delay, ns
clkdlybuf4s50_1       0.79
nor3b_2               0.33
and3_2                0.64
buf_4                 0.45
mux2_2                0.38
per-stage QoR:
stage	worst slack [ns]	instances	hold slack (ns)	utilization, %
after global routing	2.89	2624	0.215	35.0
after global placement	2.40	2518	0.462	32.6
after CTS	3.02	2624	0.162	35.0
after floorplan	3.81	1485	0.452	-
after detailed placement	2.36	2518	0.474	32.6
final	2.99	2624	0.203	35.0
kinds of logic after synthesis:
kind of cell / share of synthesized area [%]
muxes: 35.9
DFF: 56.9
buffers and inverters: 2.78
and+or+nand+nor: 1.69
AOI/OAI and AO/OA: 1.98
xor gates and xnor gates: 0.461
adders and majority gates: 0.253
cell type report:
class	instances	area [um^2]	share of cell area, %
well taps	1060	1330	4.68
clock buffers	90	1730	6.12
clock inverters	16	166	0.587
inverters	2	7.51	0.0265
flip-flops and latches	556	14100	49.7
repair buffers	104	996	3.51
multi-input cells	796	10000	35.4
routing by layer:
| layer | up-vias | track usage, % | routed length (um) |
|---|---|---|---|
| met3 | 84 | 5.43 | 4210 |
| met5 | - | 0 | 23 |
| met4 | 4 | 2.47 | 1100 |
| met2 | 311 | 23.4 | 28000 |
| li1 | 5607 | - | - |
| met1 | 7112 | 21.8 | 25100 |
registers in the layout, summed over array words and instances (netlist names):
signal           cells
fifo_full            1
fifo_empty           1
mem_arr            512
rd_addr_count_r      5
d_out               32
wr_addr_count_r      5
path summary, 6_finish.rpt:
| path | startpoint | to | slack, ns | cells after the start |
|---|---|---|---|---|
| min in group clk0 | rd_addr_count_r[4] | fifo_empty | 0.55 | 2 |
| worst min register to register | rd_addr_count_r[4] | fifo_full | 0.20 | 2 |
| max in group asynchronous | rstn | mem_arr[510] | 3.80 | 3 |
| min in group asynchronous | rstn | mem_arr[267] | 0.65 | 1 |
| worst max register to register | wr_addr_count_r[0] | mem_arr[318] | 3.77 | 6 |
| max in group clk0 | fifo_full | fifo_full | 3.36 | 1 |
| worst min-delay path | rd_addr_count_r[4] | fifo_full | 0.20 | 2 |
| worst max-delay path | wr_en | mem_arr[148] | 2.99 | 5 |
where the power goes:
| group | switching, W | internal [W] |
|---|---|---|
| sequential | 0.000957 | 0.00532 |
| clock | 0.00138 | 0.00198 |
| combinational | 0.00204 | 0.00312 |
| total | 0.00438 | 0.0104 |
layout by cell type, fill, tap and decap left out, types with 32 or more instances in the layout:
cell	n
nand2_1	38
dfrtp_1	521
a22oi_1	64
buf_4	32
mux2_4	60
mux4_2	128
clkbuf_16	60
mux2_2	427
edfxtp_1	32
clkdlybuf4s50_1	68
Power figures rest on the tool's default switching activity, not on a simulated workload.
